`design/flow/design.v`:
```
module dataAddr(in, clk, rst, prev_sat, sat, return);
input in, clk, rst, prev_sat;
output reg sat, return;
integer count;
reg[3:0] state;
always@(posedge clk or posedge rst)
begin
     if (rst)
	  begin
         state = 4'b0000;
			sat = 0;
			count = 0;
			return = 0;
	  end
     else
	  if(prev_sat)
	  begin
			 count = count + 1;
			 case (state)
               4'b0000:
					if(in)		 
						state = 4'b1111;
					else
                  state = 4'b0001;
               4'b0001:
					if(~in)
                  state = 4'b0010;
               4'b0010:
					if(~in)
                  state = 4'b0011;
               4'b0011:
					if(in)
						state = 4'b0100;
					4'b0100:
					if(in)
					   state = 4'b0101;
					4'b0101:
					if(in)
					   state = 4'b0110;
					4'b0110:
					if(in)
						state = 4'b0111;
					4'b0111:
					if(~in)
					begin
						state = 4'b1000;
						sat = 1;
					end
					4'b1000:
					if(sat)
						state = 4'b1000;
					else 
					begin
						state = 4'b0000;
						sat = 0;
					end
					4'b1111:
					if(count == 8)
					begin
						state = 4'b1000;
						sat = 1;
					end					
          endcase
			if(count == 8)
				if(~sat)
					return = 1;
		end		
end
endmodule
```
`design/flow/run.sh`:
```
#!/bin/bash
# OpenROAD 26Q1-2900-gdf79404cd8, Yosys 0.63+post, stock flow scripts
make -C /OpenROAD-flow-scripts/flow DESIGN_CONFIG=/design/flow/config.mk WORK_HOME=/design/flow/orfs finish
```
`design/flow/config.mk`:
```
export PLATFORM = sky130hd
export DESIGN_NAME = dataAddr
export DESIGN_NICKNAME = dataAddr
export VERILOG_FILES = /design/flow/design.v
export SDC_FILE = /design/flow/constraint.sdc
export NUM_CORES = 4
export LEC_CHECK = 1
export CORE_UTILIZATION = 40
```
`design/flow/constraint.sdc`:
```
current_design dataAddr

set clk_period 7.1
set clk_io_pct 0.2

create_clock -name clk0 -period $clk_period [get_ports {clk}]

set non_clock_inputs [all_inputs -no_clocks]
set_input_delay [expr $clk_period * $clk_io_pct] -clock clk0 $non_clock_inputs
set_output_delay [expr $clk_period * $clk_io_pct] -clock clk0 [all_outputs]
```
==> flow_summary.ini <==
; synthesis and place-and-route metrics
[run_status]
status = finished, final reports clean

[setup_path]
crit_path_end_kind = register
crit_chain = clkdlybuf4s50_1 > buf_4 > nand2_1 > or3_1 > nor4_1 > xor2_1
startpoint = prev_sat
slowest_stage = or3_1
crit_family = simple AND/OR/NAND/NOR gates
max_stage_delay_ns = 0.46
cp_max_fo = 23
r2r_slack_ns = 4.34
reg2reg_to = return$_DFFE_PP0P_
startpoint_type = input pin
worstPathRequired_ns = 7.33
crit_cells = 6
path_class = in -> reg
r2r_cells = 8
r2r_start = count[0]$_DFFE_PP0P_
crit_end = count[31]$_DFFE_PP0P_
critical_path_arrival_ns = 3.14
crit_buf_inv = 2

[detailed_routing]
wl_per_cell_um = 13.7
via_count = 1800
wl_met3_um = 119
wl_um = 4600
antenna_left = 0
viasPerCell = 5.36
wl_met1_um = 2450
top_layer = met4
wl_met2_um = 1980
drt-pass1-iter-count = 4
drc = 0
antenna_cells = 0
drtIter0Drc = 84

[floorplanning]
fp_util_pct = 42.2
rows = 28
die_width_um = 81.5
dieArea_um2 = 6640
design.portCount = 6
core_area_um2 = 5990
dieHeight_um = 81.5

[final_timing]
finalCritPeriodShare_pct = 41.1
setup_viol = 0
clock_skew_ns = 0.00941
fin_tns_setup_ns = 0
worst_slew_pin_slew_ns = 0.565
fin_ws_ns = 4.18
slew_headroom_pct = 62.4
max_freq_mhz = 343
min_period_ns = 2.92
rsz0062_at_grt = no
hold_viol_final = 0
slew_violations = 0

[clocking]
cts_tree = yes
ctsHoldBuffers = 0
cts.sinks = 44
cts-resized-gates = 0
cts_root_buf = clkbuf_8
insertion_delay_ns = 0.30
htreeDepth = 2
cts_max_path_buffers = 2
cts_buffers = 5
path_clk_slew_ns = 0.09
post-cts-setup-buffers = 0

[logic_synthesis]
yosysChipArea_um2 = 2530
yosys.area_share.simple_pct = 25.9
postSynthCellCount = 263
top_logic_kind = simple AND/OR/NAND/NOR gates
synth-edff-count = 0
yosys_warnings = 1
numSynthFlops = 44
synth_area_per_cell_um2 = 9.61
xor_share_pct = 14.6
muxShareOfSynthArea_pct = 3.86
yosys.stat.seqShare_pct = 43.6
ys_sh_adder_pct = 0.990
netlist_area_um2 = 2530
aoi_share_pct = 6.78
top_cell_area_share_pct = 42.6
ys_cells = 263
top_area_cell = dfrtp_1
top_cells_by_area = dfrtp_1 43%, xnor2_1 8.7%, xor2_1 5.9%, nand4_1 3.7%, nand2_1 3.6%
ys_types = 49
async_reset_ff_share_pct = 100
ys.flop_type = dfrtp_1

[pwr]
power_density_nw_per_um2 = 228
p_leak_nw = 1.16
pwr-share-comb_pct = 15.0
p_int_mw = 0.440
p_sw_mw = 0.179
pwr-share-clk_pct = 32.0
power_mw = 0.619
seqPwrFrac_pct = 53.0
ir_drop_mv = 0.137
swShare_pct = 28.9

[grt]
grt_pass1_vias = 1749
overflow = 0
antenna_found_initial = 0
grt_max_degree = 45
grt_pass1_wl_um = 8130
grt_usage_pct = 16.1

[placed_design]
dp_hpwl_um = 3130
dp_worst_setup_slack_ns = 3.87
port_buffers = 5
place_congestion = 0.843

[hold_path]
holdCritPathClass = reg -> reg

[job]
maxCapViolCount = 0
log.warning_count = 26

[cells_and_area]
drive_gt1_share_pct = 10.3
area.growth.synth_to_final_pct = 7.43
-- how the worst min path moves through the flow --
stage,from,slack (ns),cells past startpoint,to
CTS,return$_DFFE_PP0P_,0.48,1,return$_DFFE_PP0P_
global route,return$_DFFE_PP0P_,0.49,1,return$_DFFE_PP0P_
finish,return$_DFFE_PP0P_,0.48,1,return$_DFFE_PP0P_
-- Yosys cell counts, types with 6 or more instances --
master    instances
mux2_2            6
nand3_1          11
o21ai_0           7
xor2_1           17
inv_1             6
xnor2_1          25
nand4_1          15
nand2_1          24
nor3_1            9
nor2_1           23
clkbuf_1          6
dfrtp_1          43
-- power by group through the flow --
stage	sequential (mW)	combinational, mW	clock (mW)
after CTS	0.327	0.0939	0.204
final	0.328	0.0927	0.198
after global routing	0.334	0.109	0.214
-- logic make-up after synthesis --
family | Yosys count
AND/OR/NAND/NOR | 117
flip-flops | 44
XOR/XNOR | 42
AND-OR/OR-AND | 26
buffers and inverters | 23
multiplexers | 9
adder cells (fa/ha/maj) | 2
-- area by class of cell --
class | count | area (um2)
flip-flops and latches | 44 | 1100
well taps | 75 | 93.8
inverters | 6 | 22.5
clock buffers | 5 | 68.8
fillers | 548 | 3280
clock inverters | 3 | 46.3
repair buffers | 7 | 65.1
multi-input cells | 196 | 1320
-- sequential cells by signal (all words and copies together), names as in the netlist --
register	flops
count	32
state	10
return	1
sat	1
-- metal layers --
| metal | vias to the layer above | global-route usage (%) |
|---|---|---|
| met2 | 16 | 23.3 |
| met4 | 0 | 2.50 |
| met3 | 7 | 2.71 |
| met5 | - | 0 |
| met1 | 863 | 26.6 |
| li1 | 914 | - |
-- worst register-to-register path, cell delays in order, from the launching register on --
cell	delay, ns
dfrtp_1	0.45
ha_1	0.26
nand4_1	0.22
or3_1	0.53
o21ai_0	0.19
nand3b_1	0.10
or4_4	0.53
nor4_4	0.22
a41o_1	0.21
-- through the flow --
step / hold WS, ns / utilization, % / cells / instance area (um2)
detailed placement: 0.462 / 43.4 / 328 / 2600
global route: 0.493 / 45.3 / 336 / 2720
floorplan: 0.413 / - / 263 / 2530
CTS: 0.480 / 45.3 / 336 / 2720
finish: 0.477 / 45.3 / 336 / 2720
global placement: 0.452 / 43.4 / 328 / 2600
-- cell usage in the layout (no fill, tap or decap), types with 3 or more instances in the layout --
master,synthesis,final
and2_1,3,3
nor2_1,23,23
clkdlybuf4s50_1,0,5
a21oi_1,4,4
or3_1,5,5
and3_1,4,4
xor2_1,17,17
nor3_1,9,9
clkbuf_8,0,5
mux2i_1,3,3
inv_1,6,5
dfrtp_1,43,43
o21ai_0,7,7
nor4_1,5,5
nand3_1,11,11
nand2_1,24,24
nand4_1,15,15
mux2_2,6,6
xnor2_1,25,25
Power figures rest on the tool's default switching activity, not on a simulated workload.
