## ./constraint.sdc

```tcl
current_design CRC4

set clk_period 2.6
set clk_io_pct 0.2

create_clock -name clk0 -period $clk_period [get_ports {clk}]

set non_clock_inputs [all_inputs -no_clocks]
set_input_delay [expr $clk_period * $clk_io_pct] -clock clk0 $non_clock_inputs
set_output_delay [expr $clk_period * $clk_io_pct] -clock clk0 [all_outputs]
```

## ./config.mk

```make
export PLATFORM = sky130hd
export DESIGN_NAME = CRC4
export DESIGN_NICKNAME = CRC4
export VERILOG_FILES = /design/flow/design.v
export SDC_FILE = /design/flow/constraint.sdc
export NUM_CORES = 4
export LEC_CHECK = 1
export CORE_AREA = 10 10 70 70
export DIE_AREA = 0 0 80 80
```

## ./run.sh

```bash
#!/bin/bash
# OpenROAD 26Q1-2900-gdf79404cd8, Yosys 0.63+post, stock flow scripts
make -C /OpenROAD-flow-scripts/flow DESIGN_CONFIG=/design/flow/config.mk WORK_HOME=/design/flow/orfs finish
```

## ./design.v

```verilog
module CRC4(a, clk, CRC);
input clk;
input [7:0] a;
reg b;
output reg [3:0] CRC;
integer i;
always@(posedge clk)
begin
	CRC = 4'b0000;
	#200;
	for(i = 7; i >= 0; i = i - 1)
	begin
		b = a[i] ^ CRC[3];
		CRC[3] = CRC[2];
		CRC[2] = CRC[1];
		CRC[1] = CRC[0] ^ b;
		CRC[0] = b;
	end
	for(i = 4; i > 0; i = i - 1)
	begin
		b = 1'b0 ^ CRC[3];
		CRC[3] = CRC[2];
		CRC[2] = CRC[1];
		CRC[1] = CRC[0] ^ b;
		CRC[0] = b;
	end
end
endmodule
```

==> flow_summary.yaml <==
# physical design summary
critical_path:
  slowest_stage: "clkdlybuf4s50_1"
  start_kind: "input port"
  worst-setup-path-type: "input port to flip-flop"
  path_cells: "clkdlybuf4s50_1 -> xnor2_1 -> xnor3_2 -> xor2_1"
  crit_fanout: 2
  crit_path_max_incr_delay_ps: 510
  required_ps: 2710
  critPathCaptureType: "flip-flop"
  arrival_ps: 1780
grt:
  grt_pass1_wl_um: 883
  grt_max_degree: 3
  grt_usage_pct: 1.79
  first_global_vias: 187
  antenna_found_initial: 0
  grt.overflow.total: 0
power_and_ir_drop:
  p_int_uw: 199
  power.share.sequential_pct: 34.4
  clkPwrFrac_pct: 30.2
  power_per_cell_area_mw_per_mm2: 615
  switching_share_pct: 20.7
  pwr-share-comb_pct: 35.3
  irDropWorstVdd_mv: 0.105
  leakage_nw: 0.143
  power.switching_uw: 52.0
floorplanning:
  core_area_sq_mm: 0.00342
  ios: 13
  die_y_um: 80
  die_area_sq_mm: 0.00640
  fp_util_pct: 6.08
  rows: 21
  fp.dieW_um: 80
hold_path:
  hold-path-cell-count: 2
  hold_class: "input port to flip-flop"
cts:
  ctsResizeCount: 0
  tritoncts: "built"
  cts_sinks: 4
  cts_buffer_depth: 2
  root_buffer: "clkbuf_4"
  h-tree-depth: 1
  clkTransAtPathRegs_ps: 40
  post_cts.repair.setup_buffers: 0
  cts_buffers: 3
  cts.hold.buffers_added: 0
drt:
  drtIter0Drc: 0
  vias: 163
  drt_pass1_iterations: 1
  viasPerCell: 2.12
  drc: 0
  antenna_cells: 0
  ant_nets: 0
  wl_per_cell_um: 7.49
  drt-total-wl_um: 577
final_timing:
  fmax_mhz: 598
  final_max_slew_viol_count: 0
  tightest_slew_ps: 285
  hold_viol_final: 0
  tns_ps: 0
  relSlewSlack_pct: 80.9
  rsz0062_at_grt: "false"
  fin_crit_sh_pct: 64.3
  worst_slack_ps: 929
  setup_viol: 0
  post-route-min-period_ps: 1670
logic_synthesis:
  avgSynthCellArea_sq_um: 13.0
  synth.cell_area_sq_um: 208
  yosysWarningCount: 1
  yosys.cell_types.count: 5
  ys_area_sq_um: 208
  synthCells: 16
  ys_ff: 4
  yosysSeqAreaShare_pct: 38.6
  ys_cells: 16
placed_design:
  dp_slack_ps: 696
  io_buffers: 12
  post_dp_cell_area_sq_um: 385
  gp_congestion: 0.706
run:
  warning_count: 25
  maxCapViolations: 0
cells_and_area:
  final_cell_mix: "12 x clkdlybuf4s50_1, 8 x xnor2_1, 4 x dfxtp_1, 3 x clkbuf_4, 2 x xor2_1"
  largest_reg_flops: 4
  fillers: 389
  post-route-cell-area_sq_um: 408
  syn2layout_area_growth_pct: 96.4
  layout_top_cell: "clkdlybuf4s50_1"
  drive_gt1_share_pct: 16.1
status:
  status: "complete, no violations"
-- path summary, 6_finish.rpt --
check  slack, ps  endpoint  startpoint
min          940    CRC[3]        a[5]
max          930    CRC[2]        a[5]
-- area by class of cell --
type | count | area [sq um] | area share, %
multi-input cells | 12 | 128 | 31.3
repair buffers | 12 | 120 | 29.4
flip-flops and latches | 4 | 80.1 | 19.6
well taps | 46 | 57.6 | 14.1
clock buffers | 3 | 22.5 | 5.52
-- worst max-delay path: cells and delay by family --
| family | cells | cell delay [ps] |
|---|---|---|
| buffers and inverters | 1 | 510 |
| xor gates and xnor gates | 3 | 740 |
-- metrics by stage --
| stage | utilization, % | hold slack [ps] | power, mW | std cells |
|---|---|---|---|---|
| finish | 11.9 | 937 | 0.251 | 77 |
| global route | 11.9 | 972 | 0.269 | 77 |
| CTS | 11.9 | 934 | 0.258 | 77 |
| detailed placement | 11.3 | 1180 | 0.178 | 74 |
| global placement | 11.3 | 1160 | 0.175 | 74 |
| floorplan | - | 618 | 0.118 | 16 |
-- cell families (layout without fill, tap and decap cells) --
kind of cell | count (synthesis) | in the layout | share of synthesized area (%)
buffers and inverters | 0 | 15 | 0
XOR/XNOR | 12 | 12 | 61.4
flip-flops | 4 | 4 | 38.6
-- cell usage after synthesis --
cell / count / area [sq um]
dfxtp_1: 4 / 80.1
xnor2_1: 8 / 70.1
xnor2_2: 1 / 16.3
xnor3_2: 1 / 23.8
xor2_1: 2 / 17.5
-- power by group through the flow --
| stage | Combinational [mW] | Clock [mW] | Sequential, mW |
|---|---|---|---|
| after global routing | 0.0971 | 0.0827 | 0.0893 |
| after CTS | 0.0908 | 0.0809 | 0.0867 |
| final | 0.0887 | 0.0759 | 0.0864 |
-- layer usage --
layer	GRT usage, %	part of all wire (%)
met5	0	0
met4	0.704	2.9
met3	2.39	30
met2	1.77	24
met1	2.01	43
Power and IR drop assume default switching activity.
