<file path="./constraint.sdc">
current_design dataCap

set clk_period 6.6
set clk_io_pct 0.2

create_clock -name clk0 -period $clk_period [get_ports {clk}]

set non_clock_inputs [all_inputs -no_clocks]
set_input_delay [expr $clk_period * $clk_io_pct] -clock clk0 $non_clock_inputs
set_output_delay [expr $clk_period * $clk_io_pct] -clock clk0 [all_outputs]
</file>
<file path="./design.v">
module dataCap(in, clk, prevSat, return, captured, data);
input in, clk, prevSat;
output reg return, captured;
output reg [7:0] data;
integer count, i;
always@(posedge clk)
begin
	if(~prevSat)
	begin
		count = 0;
	end
	if(prevSat)
	begin
		if(count < 8)
			data[count] = in;
		count = count + 1;
	end		
end
always@(negedge clk)
begin
	if(count == 7)
	begin
		return = 1;
		captured = 1;
	end
	else
	begin
		return = 0;
		captured = 0;
	end
end
endmodule
</file>
<file path="./run.sh">
#!/bin/bash
# OpenROAD 26Q1-2900-gdf79404cd8, Yosys 0.63+post, stock flow scripts
make -C /OpenROAD-flow-scripts/flow DESIGN_CONFIG=/design/flow/config.mk WORK_HOME=/design/flow/orfs finish
</file>
<file path="./config.mk">
export PLATFORM = sky130hd
export DESIGN_NAME = dataCap
export DESIGN_NICKNAME = dataCap
export VERILOG_FILES = /design/flow/design.v
export SDC_FILE = /design/flow/constraint.sdc
export NUM_CORES = 4
export LEC_CHECK = 1
export CORE_UTILIZATION = 30
</file>
==> results.tsv <==
metric	value	unit
cell area after layout	3550	um2
DRC Markers	0	
# clock sinks	41	
core area	10500	um2
worst-case reg-to-reg path depth	5	
kind of critical path	flop to output port	
dpl cell area	3420	um2
Final Skew	0.0587	ns
tool warnings	27	
Worst-path clk slew	0.08	ns
yosys cell count	439	
Total Routing Usage GR	0.153	
critical path's top delay family	buffers and inverters	
Hold-fix buffers, CTS	0	
cells along the critical path	clkdlybuf4s50_1	
Worst path slowest cell	clkdlybuf4s50_1	
Final HPWL DP	6020	um
final core utilization	0.339	
Netlist cell types	63	
Synth async-reset ratio	0	
Layout area overhead	8.25	%
Init Core Util	0.313	
clock buffer depth	2	
Setup Buffers After CTS	0	
Die Span Y	107	um
Worst path depth	1	
Fin. Hold Viols	0	
CP max stage delay	0.46	ns
CP Capture Type	output port	
final setup fails	0	
worst min path class	flop to flop	
leakage	1.27	nW
gr ovfl total	0	
Vias	3106	
vias per cell	5.57	
worst flop-to-flop path startpoint	count[4]	
flip-flops with a built-in enable	8	
critical path required time	5.28	ns
post-synth top area share	0.202	
hold_sp	count[30]	
post-route ant nets	0	
I/O Pins	13	
IO Port Bufs	12	
CP Max Fanout	2	
commonest cells in the netlist	nor2_1, nand2_1, clkbuf_1, dfxtp_1, nand3_1	
Worst Setup Start Kind	flop	
post-synth top area cell	dfxtp_1	
reported max-cap violation count	0	
Slew HR	0.447	
vias in the first global route	2701	
PwrDens	160	nW/um2
Hold Path Stages	2	
Synth warnings	1	
CTS buffer count	5	
WP data arrival	4.45	ns
#FFs+latches synth	41	
Commonest flop	dfxtp_1	
yosys stat area	3280	um2
Max VDD drop	0.0805	mV
GP Congestion	0.967	
slew at the pin closest to its max-slew limit	0.828	ns
Top cells by area	dfxtp_1, edfxtp_1, nor2_1	
largest net degree at the start of global routing	42	
root buf cell	clkbuf_8	
initial antenna violation count	0	
Post-Synthesis Cells	439	
Design Power	0.000568	W
buffer-and-inverter tally for the worst setup path	1	
First DRT Iteration DRCs	272	
antenna fix cells	0	
max-slew violation count	0	
CTS tree	yes	
Die Area	11300	um2
setup_tns	0	ns
chip width	107	um
Gates resized, CTS repair	0	
status	finished clean	
Synth top cell by count	nor2_1	
First-pass DRT Iterations	4	
Filler Cell Count	1139	
synthesized area	3280	um2
first-pass GRT wire length	13800	um
post-synthesis area per instance	7.46	um2
RSZ-0062 raised after global routing	no	
CTS H-Tree Depth	2	
clk latency of the worst-skew pair	0.35	ns
share of cells above drive strength 1	0.0711	
wire length per cell	15.1	um
Core Rows	37	
Critical path origin	captured	
final wirelength	8420	um
Seq share, synth	0.275	
==> through the flow <==
step	worst slack, ns	instances	hold WS (ns)
floorplan	1.25	439	0.492
global placement	1.18	550	0.518
detailed placement	1.12	550	0.529
CTS	0.799	558	0.543
global route	0.772	558	0.577
finish	0.827	558	0.549
==> power by group <==
group	internal, W	leakage [nW]	switching [W]
sequential	0.000258	0.338	0.00000284
combinational	0.0000366	0.865	0.0000559
clock	0.000121	0.0698	0.0000944
total	0.000415	1.27	0.000153
==> cell type report <==
type,instances,area [um2],area share
flip-flops and latches,41,901,0.254
multi-input cells,346,2160,0.609
inverters,10,37.5,0.0106
repair buffers,16,150,0.0423
clock buffers,7,119,0.0335
well taps,136,170,0.0480
clock inverters,2,8.76,0.00247
==> per-layer routing <==
metal | global-route usage | up-vias | wire [um]
met1 | 0.234 | 1461 | 4170
met4 | 0.00783 | 0 | 39
met3 | 0.0219 | 6 | 407
li1 | - | 1562 | -
met2 | 0.242 | 77 | 3800
met5 | 0 | - | 0
==> state kept, by name, indices dropped and copies added, names as in the netlist <==
signal	count
data	8
captured	1
count	32
==> worst paths after layout <==
path / to / slack (ns)
setup / recovery: captured / 0.83
hold / removal: count[30] / 0.55
setup reg to reg: captured / 1.23
hold reg to reg: count[30] / 0.55
==> logic make-up (layout without fill, tap and decap cells) <==
kind of cell | after synthesis | in the layout | synth area share
compound gates | 70 | 70 | 0.140
xor+xnor | 32 | 32 | 0.0855
fa+ha+maj | 2 | 2 | 0.00764
buf+inv | 52 | 35 | 0.0657
flops | 41 | 41 | 0.275
mux | 17 | 17 | 0.0550
simple gates | 225 | 225 | 0.371
==> cells in the final DEF (no fill, tap or decap), types with 13 or more instances in the layout <==
cell type / instances
nor2_1: 45
nand2_1: 39
dfxtp_1: 33
nand3_1: 28
nor3_1: 21
a21oi_1: 19
xor2_1: 19
nand4_1: 18
o21ai_0: 17
or3_1: 14
xnor2_1: 13
Power is estimated from default activity; no workload was simulated.
